==> design.v <==
`timescale 1ns / 1ps
module LZD_16bit (
    input  wire [15:0] in,
    output reg [4:0]  leading_zeros
);
    always @(*) begin
        if (in[15]) begin
            leading_zeros = 0;
        end else if (in[14]) begin
            leading_zeros = 1;
        end else if (in[13]) begin
            leading_zeros = 2;
        end else if (in[12]) begin
            leading_zeros = 3;
        end else if (in[11]) begin
            leading_zeros = 4;
        end else if (in[10]) begin
            leading_zeros = 5;
        end else if (in[9]) begin
            leading_zeros = 6;
        end else if (in[8]) begin
            leading_zeros = 7;
        end else if (in[7]) begin
            leading_zeros = 8;
        end else if (in[6]) begin
            leading_zeros = 9;
        end else if (in[5]) begin
            leading_zeros = 10;
        end else if (in[4]) begin
            leading_zeros = 11;
        end else if (in[3]) begin
            leading_zeros = 12;
        end else if (in[2]) begin
            leading_zeros = 13;
        end else if (in[1]) begin
            leading_zeros = 14;
        end else if (in[0]) begin
            leading_zeros = 15;
        end else begin
            leading_zeros = 16;  
        end
    end
endmodule
`timescale 1ns / 1ps
module LZD_32bit (
    input  wire [31:0] in,
    output wire [5:0]  leading_zeros
);
    wire [4:0] lz_high;
    wire [4:0] lz_low;
    wire high_zero;
    LZD_16bit lzd_high (
        .in(in[31:16]),
        .leading_zeros(lz_high)
    );
    LZD_16bit lzd_low (
        .in(in[15:0]),
        .leading_zeros(lz_low)
    );
    assign high_zero = (lz_high == 16);
    assign leading_zeros = high_zero ? (16 + lz_low) : lz_high;
endmodule
`timescale 1ns / 1ps
module LZD_64bit (
    input  wire [63:0] in,
    output wire [6:0]  leading_zeros  
);
    wire [5:0] lz_high;
    wire [5:0] lz_low;
    wire high_zero;
    LZD_32bit lzd_high (
        .in(in[63:32]),
        .leading_zeros(lz_high)
    );
    LZD_32bit lzd_low (
        .in(in[31:0]),
        .leading_zeros(lz_low)
    );
    assign high_zero = (lz_high == 32);
    assign leading_zeros = high_zero ? (32 + lz_low) : lz_high;
endmodule
==> run.sh <==
#!/bin/bash
# OpenROAD 26Q1-2900-gdf79404cd8, Yosys 0.63+post, stock flow scripts
make -C /OpenROAD-flow-scripts/flow DESIGN_CONFIG=/design/flow/config.mk WORK_HOME=/design/flow/orfs finish
==> config.mk <==
export PLATFORM = sky130hd
export DESIGN_NAME = LZD_64bit
export DESIGN_NICKNAME = LZD_64bit
export VERILOG_FILES = /design/flow/design.v
export SDC_FILE = /design/flow/constraint.sdc
export NUM_CORES = 4
export LEC_CHECK = 1
export CORE_AREA = 10 10 83 83
export DIE_AREA = 0 0 93 93
==> constraint.sdc <==
current_design LZD_64bit

set clk_period 2.5
set clk_io_pct 0.2

create_clock -name clk0 -period $clk_period

set non_clock_inputs [all_inputs -no_clocks]
set_input_delay [expr $clk_period * $clk_io_pct] -clock clk0 $non_clock_inputs
set_output_delay [expr $clk_period * $clk_io_pct] -clock clk0 [all_outputs]
==> run summary <==
Physical design

The portion of the clock cycle consumed by the worst path in the final layout stands at 103%. The longest individual stage delay on the worst path stands at 570 ps. The overall die width stands at 93 microns.

On the critical path, the stage with the largest delay is an instance of sky130_fd_sc_hd__or4_4. The signal on the critical path passes through buf_8 > nor4_4 > buf_4 > nand3_2 > and2_4 > or4_4 > o21bai_4 > a31oi_1 > buf_2. In this run the layout overhead on the synthesized area is reported as 183%.

The script computed a power per unit cell area of 118 nW/um^2. The die is 93 microns tall. In the synthesized netlist, mux cells make up 0% of the area. The count of nets left with antenna violations once routing finished came out at 0. Of the synthesized area, sequential elements account for 0%. Per the final layout report, the fraction of cells sized above drive strength 1 comes to 56.8%. The worst vdd rail ir drop stands at 57.9 uV. The number of buffers inserted by port buffering stands at 71. The total wirelength of the detailed-routed design stands at 4600 microns. After synthesis, the largest family of logic cells by area is simple AND/OR/NAND/NOR gates. Before any placement, the netlist area is recorded as 832 sq um. The total of warnings raised by yosys stands at 1. The via count of the first global-routing pass was 1682. The routed layout has 1652 vias. For this run, the top clock speed supported by timing is 387 MHz.

The max-slew headroom at the worst pin stands at 67.3%. The final timing report derives a shortest allowable period of 2590 ps. The final layout reports a setup TNS of -355 ps. The cell family contributing the most delay on the critical path is simple AND/OR/NAND/NOR gates. The worst setup path is of the in -> out kind. Global routing used 10.0% of the available tracks across all layers. The worst setup path is launched from an input pin. The global route total overflow stands at 0. The count of flip-flops and latches stands at 0.

The first global-routing pass estimated 7470 microns of wire. Once layout is complete, the cells apart from fillers number 366. The HPWL after detailed placement stands at 3790 microns. The total setup violations reported at the end of the flow stands at 7. The flow ran to the end, but the final reports show violations.

The post-synthesis cell type count stands at 32. The DRC violation total after the first TritonRoute iteration stands at 43. The count of buffering cells on the critical path with inverters included stands at 3.

The static leakage stands at 1.05 nW. Each instance of the synthesized netlist takes up on average 5.82 sq um. For the pin with the worst max-slew slack, the measured transition is 486 ps.

The number of placed instances, taps included stands at 354. The floorplan step defined a core boundary enclosing 5140 sq um. Per the synthesis report, the adder-cell share of the synthesized area is 0%. The via count normalized by instance count stands at 4.51.

The area occupied by registers stands at 0 sq um. The area share of and/or/nand/nor cells after synthesis stands at 56.4%. The final timing report lists a max-slew violation count of 0.

The site row count stands at 26. The routed design shows a wire length per standard cell of 12.6 microns. The tally of OpenROAD warnings stands at 34.

At the worst endpoint, the required time is 2000 ps. The largest net degree at the start of global routing stands at 6. 0 antenna diodes ended up in the layout. The type recorded for the worst min-delay path is in -> out. The die area stands at 8650 sq um. The number of failing hold endpoints at the final stage stands at 0. Synthesis handed over a netlist of 143 instances. STA classifies the critical path endpoint as an output pin. Counting the clock-network buffers in the layout gives 0.

According to the timing report, the arrival time at the worst endpoint equals 2090 ps. The design draws 278 uW. The share of the core area taken by cells at floorplan is 16.2%. The length of the first detailed-routing pass in iterations stands at 4. The final core area utilization stands at 45.8%. The final reports fail on setup timing. The maximum fanout along the worst path stands at 3. The initial antenna violation count stands at 0. The synth_stat.txt file lists the number of cells as 143. The number of max-capacitance violations reported stands at 0. The final timing report gives a worst setup slack of -85.2 ps.

Setup repair after global routing could not meet its margin everywhere. Per the gpl log, the routability congestion estimate is 0.921. The compound-gate portion of the synthesized area stands at 37.7%.

The cell-mix breakdown from Yosys lists the XOR/XNOR area share as 0%. The chip area line of the yosys report stands at 832 sq um. The remaining routing DRC violations stands at 0. The count of boundary I/O pins stands at 71.
[through the flow]
step	setup slack, ps	cell area, sq um	hold slack [ps]
2_1_floorplan	102	832	1070
3_3_place_gp	-903	2160	2150
3_5_place_dp	-879	2160	2160
4_1_cts	-115	2320	1530
5_1_grt	-198	2350	1550
6_report	-85.2	2350	1530
[cell usage after synthesis, drive strengths merged, types with 3 or more instances]
master  number  share of area (%)
o31ai        9                8.1
nand2        6                2.7
nor2        27                 12
nor3         9                5.4
nor4        18                 17
o21ai        7                4.2
inv         13                5.9
nor2b        3                2.3
a21oi       14                8.4
nand2b       5                4.7
nand3        6                3.6
or4          5                5.4
[placed cells by master, fill, tap and decap left out, types with 2 or more instances in the layout]
master,instances
sky130_fd_sc_hd__or4_4,5
sky130_fd_sc_hd__dlygate4sd2_1,18
sky130_fd_sc_hd__nand2_1,6
sky130_fd_sc_hd__inv_1,13
sky130_fd_sc_hd__clkdlybuf4s15_1,9
sky130_fd_sc_hd__nor2b_1,3
sky130_fd_sc_hd__nor2_4,2
sky130_fd_sc_hd__buf_4,78
sky130_fd_sc_hd__nand3_2,3
sky130_fd_sc_hd__o21bai_4,2
sky130_fd_sc_hd__nor4_4,7
sky130_fd_sc_hd__nand2b_4,3
sky130_fd_sc_hd__o31ai_2,2
sky130_fd_sc_hd__nor4_1,4
sky130_fd_sc_hd__nand4_1,2
sky130_fd_sc_hd__nor3_2,2
sky130_fd_sc_hd__nand2b_1,2
sky130_fd_sc_hd__o21ai_0,6
sky130_fd_sc_hd__clkbuf_2,6
sky130_fd_sc_hd__buf_2,29
sky130_fd_sc_hd__nor2_1,24
sky130_fd_sc_hd__a21oi_1,13
sky130_fd_sc_hd__buf_6,7
sky130_fd_sc_hd__clkdlybuf4s15_2,4
sky130_fd_sc_hd__nor4_2,7
sky130_fd_sc_hd__a31oi_1,2
sky130_fd_sc_hd__nand3_1,3
sky130_fd_sc_hd__o31ai_1,7
sky130_fd_sc_hd__nor3_1,7
[final timing paths]
| path | from | endpoint | slack, ps | depth (start not counted) |
|---|---|---|---|---|
| max | in[18] | leading_zeros[4] | -90 | 9 |
| min | in[60] | leading_zeros[2] | 1530 | 5 |
[cell families after synthesis]
| logic type | Yosys count |
|---|---|
| AND-OR/OR-AND | 47 |
| buffers and inverters | 13 |
| AND/OR/NAND/NOR | 83 |
[layout make-up]
| cell class | count | area [sq um] |
|---|---|---|
| Tap cell | 70 | 87.6 |
| Inverter | 13 | 48.8 |
| Multi-Input combinational cell | 130 | 1060 |
| Timing Repair Buffer | 153 | 1160 |
| Fill cell | 534 | 2790 |
[layer usage]
metal  routed length, microns  global-route usage (%)
met5                        0                       0
met4                        0                       0
met3                      231                    2.02
met2                     2140                    16.5
met1                     2220                    13.9
[report_power, final]
| group | leakage, nW | internal [mW] | total, mW | switching (mW) |
|---|---|---|---|---|
| clock network | 0 | 0 | 0 | 0 |
| registers | 0 | 0 | 0 | 0 |
| logic | 1.05 | 0.158 | 0.278 | 0.120 |
| total | 1.05 | 0.158 | 0.278 | 0.120 |
[repair_timing]
item                       CTS  global route
pin swaps                   41            18
setup endpoints to repair    7             7
resized                    230            22
hold buffers                 0             0
buffers inserted            11             1
Power is estimated from default activity; no workload was simulated.

**design/flow/design.v**
```verilog
`timescale 1ns / 1ps
module fixed_point_divider #(
    parameter QM = 12,                                  
    parameter QN = 20,                                  
    parameter DATA_WIDTH = QM + QN                      
)(
    input wire clk,                                     
    input wire arst_n,                                  
    input wire signed [DATA_WIDTH-1:0] in_numerator,    
    input wire signed [DATA_WIDTH-1:0] in_denominator,  
    input wire in_valid,                                
    output reg out_valid,                               
    output reg signed [DATA_WIDTH-1:0] out_quotient,    
    output reg error_flag
);
   function integer ceil_log2
    (
        input integer x
    );
        integer i;
        begin
            ceil_log2 = 1;
            i = 2;
            while (ceil_log2 < 32 && i < x) begin
                ceil_log2 = ceil_log2 + 1;
                i = i * 2;
            end
        end
    endfunction
    localparam IDLE              = 3'd0;
    localparam NORMALIZE         = 3'd1;
    localparam SHIFT             = 3'd2;
    localparam DIVIDE            = 3'd3;
    localparam NEXT_ITER         = 3'd4;
    localparam DONE              = 3'd5;
    reg [2:0] state;
    reg [2*DATA_WIDTH:0] dividend;              
    reg [2*DATA_WIDTH:0] divisor;               
    reg signed [DATA_WIDTH-1:0] quotient;       
    reg signed [2*DATA_WIDTH-1:0] remainder;    
    reg quotient_sign;                          
    reg [ceil_log2(2*QN + QM + 1)-1:0] MAX_STEPS = 2*QN + QM + 1;   
    reg [ceil_log2(2*QN + QM + 1)-1:0] step_count;                  
    wire [ceil_log2(DATA_WIDTH):0] lead_zero_count;
    LZD_32bit lzd_inst (
        .in(in_numerator[DATA_WIDTH-1] ? -in_numerator : in_numerator),
        .leading_zeros(lead_zero_count)
    );
    reg [ceil_log2(DATA_WIDTH):0] lead_zero_count_reg;
    always @(posedge clk or negedge arst_n) begin
        if (!arst_n) begin
            state               <= IDLE;
            out_valid           <= 1'b0;
            out_quotient        <= {DATA_WIDTH{1'b0}};
            dividend            <= {2*DATA_WIDTH{1'b0}};
            divisor             <= {2*DATA_WIDTH{1'b0}};
            quotient            <= {DATA_WIDTH{1'b0}};
            remainder           <= {2*DATA_WIDTH{1'b0}};
            step_count          <= 0;
            lead_zero_count_reg <= 0;
            quotient_sign       <= 1'b0;
            error_flag          <= 1'b0;
        end else begin
            case (state)
                IDLE: begin
                    out_valid         <= 1'b0;
                    if (in_valid) begin
                        if(in_numerator == 0) begin
                            quotient_sign <= 0;
                            quotient      <= 0;
                            remainder     <= 0;
                            error_flag    <= 1'b0;
                            state         <= DONE;
                        end else if (in_denominator == 0) begin
                            quotient_sign <= 0;
                            quotient      <= 0;
                            remainder     <= 0;
                            error_flag    <= 1'b1;
                            state         <= DONE;
                        end else begin
                            quotient_sign <= in_numerator[DATA_WIDTH-1] ^ in_denominator[DATA_WIDTH-1];
                            dividend <= ((in_numerator[DATA_WIDTH-1] ? -in_numerator : in_numerator)) << QN;   
                            divisor  <= in_denominator[DATA_WIDTH-1] ? -in_denominator : in_denominator;       
                            quotient   <= {DATA_WIDTH{1'b0}};
                            remainder  <= {2*DATA_WIDTH{1'b0}};
                            step_count <= 0;
                            state      <= NORMALIZE;
                        end
                    end
                end               
                NORMALIZE: begin
                    lead_zero_count_reg <= lead_zero_count;
                    state               <= SHIFT;
                end
                SHIFT: begin
                    if (lead_zero_count_reg > 0) begin
                        step_count      <= step_count + lead_zero_count_reg;
                    end
                    state <= DIVIDE;
                end
                DIVIDE: begin
                    if (step_count < MAX_STEPS) begin
                        remainder  <= (remainder << 1) | ((dividend >> (MAX_STEPS - 1 - step_count)) & 1);
                        step_count <= step_count + 1;
                        state      <= NEXT_ITER;
                    end else begin
                        state      <= DONE;
                    end
                end
                NEXT_ITER: begin
                    if (remainder >= divisor) begin
                        remainder <= remainder - divisor;
                        quotient  <= (quotient << 1) | 1'b1;
                    end else begin
                        quotient  <= quotient << 1;
                    end
                    state <= DIVIDE;
                end
                DONE: begin                    
                    if (quotient_sign)
                        out_quotient <= -quotient;
                    else
                        out_quotient <= quotient;
                    out_valid <= 1'b1;
                    state <= IDLE;
                end
                default: begin
                    state <= IDLE;
                end
            endcase
        end
    end
endmodule
`timescale 1ns / 1ps
module LZD_16bit (
    input  wire [15:0] in,
    output reg [4:0]  leading_zeros
);
    always @(*) begin
        if (in[15]) begin
            leading_zeros = 0;
        end else if (in[14]) begin
            leading_zeros = 1;
        end else if (in[13]) begin
            leading_zeros = 2;
        end else if (in[12]) begin
            leading_zeros = 3;
        end else if (in[11]) begin
            leading_zeros = 4;
        end else if (in[10]) begin
            leading_zeros = 5;
        end else if (in[9]) begin
            leading_zeros = 6;
        end else if (in[8]) begin
            leading_zeros = 7;
        end else if (in[7]) begin
            leading_zeros = 8;
        end else if (in[6]) begin
            leading_zeros = 9;
        end else if (in[5]) begin
            leading_zeros = 10;
        end else if (in[4]) begin
            leading_zeros = 11;
        end else if (in[3]) begin
            leading_zeros = 12;
        end else if (in[2]) begin
            leading_zeros = 13;
        end else if (in[1]) begin
            leading_zeros = 14;
        end else if (in[0]) begin
            leading_zeros = 15;
        end else begin
            leading_zeros = 16;  
        end
    end
endmodule
`timescale 1ns / 1ps
module LZD_32bit (
    input  wire [31:0] in,
    output wire [5:0]  leading_zeros
);
    wire [4:0] lz_high;
    wire [4:0] lz_low;
    wire high_zero;
    LZD_16bit lzd_high (
        .in(in[31:16]),
        .leading_zeros(lz_high)
    );
    LZD_16bit lzd_low (
        .in(in[15:0]),
        .leading_zeros(lz_low)
    );
    assign high_zero = (lz_high == 16);
    assign leading_zeros = high_zero ? (16 + lz_low) : lz_high;
endmodule
```
**design/flow/run.sh**
```bash
#!/bin/bash
# OpenROAD 26Q1-2900-gdf79404cd8, Yosys 0.63+post, stock flow scripts
make -C /OpenROAD-flow-scripts/flow DESIGN_CONFIG=/design/flow/config.mk WORK_HOME=/design/flow/orfs finish
```
**design/flow/config.mk**
```make
export PLATFORM = sky130hd
export DESIGN_NAME = fixed_point_divider
export DESIGN_NICKNAME = fixed_point_divider
export VERILOG_FILES = /design/flow/design.v
export SDC_FILE = /design/flow/constraint.sdc
export NUM_CORES = 4
export LEC_CHECK = 1
export CORE_UTILIZATION = 50
```
**design/flow/constraint.sdc**
```tcl
current_design fixed_point_divider

set clk_period 32.9
set clk_io_pct 0.2

create_clock -name clk0 -period $clk_period [get_ports {clk}]

set non_clock_inputs [all_inputs -no_clocks]
set_input_delay [expr $clk_period * $clk_io_pct] -clock clk0 $non_clock_inputs
set_output_delay [expr $clk_period * $clk_io_pct] -clock clk0 [all_outputs]
```
==> results_slide.txt <==
Key Metrics from the Run

Clock network
  • Clock tree sinks: 258
  • Post-CTS setup buffers: 0
  • Buffer type at the clock tree root: clkbuf_16
  • Largest buffer count on any clock path: 3
  • Clock-pin slew reported for the worst setup and hold paths after clock tree synthesis: 0.06 ns
  • Clock tree from TritonCTS: yes
  • CTS H-tree lvls: 1
  • Number of cells upsized or downsized after cts: 0
  • Post-cts hold buffer count: 0
  • Clock insertion delay at the later pin of the skew report: 0.58 ns
  • Number of CTS-inserted buffers: 30

Global routing
  • Combined global-route utilization of all metal layers: 0.253
  • Maximum number of pins on one net before global-route repair: 76
  • Vias in the first global route: 13800
  • Number of antenna violations at the first check in global routing: 0
  • Grt ovf: 0
  • Wire length of the first global-routing pass: 70.5 mm

Cells and area
  • Total area of multi-input combinational cells: 9850 um2
  • Register ranked first by flip-flop count: divisor
  • Share of layout cells above drive strength 1: 0.0616
  • Largest register FFs: 65
  • Cell Count, Final, Fillers Out: 2510
  • FILL cells: 3011
  • Post-synthesis to final-layout area growth: 13.6%
  • Area taken by flip-flops and latches: 6460 um2
  • Largest registers in the final layout: divisor: 65 flops, remainder: 64 flops, dividend: 44 flops

Yosys
  • Post-synthesis share of cell area spent on and, or, nand and nor gates: 0.180
  • Syn Area/Cell: 8.56 um2
  • Warnings from Yosys: 2
  • Unique cell type count in the Yosys netlist: 81
  • Top-area cell share: 0.376
  • Multiplexer fraction of the synthesized cell area: 0.0219
  • Library cell with the largest summed area after synthesis: dfrtp_1
  • Sequential fraction of the synthesis area: 0.377
  • Xor/xnor share of the synthesized area: 0.0798
  • Fa+ha+maj area frac: 0.0557
  • Async set-or-reset flop fraction in the synthesized netlist: 1.00
  • Count of flip-flops with a built-in enable after synthesis: 0
  • Yosys Chip Area: 17100 um2
  • Synth Flop Type: dfrtp_1
  • Number of instances in the synthesized netlist: 2001
  • Flip-flop and latch count after synthesis: 258
  • Cell types with the largest area share after synthesis: dfrtp_1 (38%), a21oi_1 (5.5%), ha_1 (5.3%), xor2_1 (5.0%), nor2_1 (4.6%)
  • Main combinational cell family by area after synthesis: AND-OR/OR-AND gates
  • Synthesized cell area: 17100 um2
  • AO/OA Area Share: 0.237
  • Number of cells in the yosys synthesis report: 2001

Die
  • Number of rows created at floorplan: 67
  • Placeable core area: 33600 um2
  • Vertical extent of the die: 187 um
  • Die Area: 35000 um2
  • Fp util: 0.509
  • Width of the die: 187 um
  • I/O pin count: 101

Detailed routing
  • Count of TritonRoute iterations in the first routing pass: 5
  • ANT cells: 0
  • Starting DRC count in detailed routing: 748
  • Final antenna-violating net count: 0
  • Wirelength per Cell: 16.7 um
  • DRC: 0
  • Wire length after detailed routing: 41.9 mm
  • Via count: 14500
  • Drt via density: 5.79

Critical path
  • Reg2Reg Launch Point: remainder[8]$_DFFE_PN0P_
  • Endpoint required time on the critical path: 33.32 ns
  • Terminus of the critical flop-to-flop path: remainder[44]$_DFFE_PN0P_
  • Critical Path, Cell by Cell: clkdlybuf4s50_1 > or4_4 > or4_4 > or2_4 > or3b_4 > or4_1 > or4_4 > or4_4 > o31ai_1 > xor2_1 > o21ai_0
  • Cell type group with the largest total delay on the critical path: simple AND/OR/NAND/NOR gates
  • Largest driver fanout on the critical path: 4
  • Worst-case reg-to-reg path depth: 14
  • Buf+Inv Stages, Crit Path: 1
  • Endpoint arrival time on the critical path: 10.54 ns
  • CP max stage delay: 0.56 ns
  • Crit-path most repeated cell: or4_4
  • Nature of the critical path endpoint: flip-flop
  • Path type of the worst setup path: in -> reg
  • Slowest cell on the critical path: or4_4
  • Crit start category: input pin
  • Internal reg-to-reg setup slack: 27.95 ns

Placement
  • Port Buf Inserts: 100
  • Pre-CTS WS: 22.19 ns
  • Placed insts: 2456
  • HPWL Detailed: 30.3 mm
  • Final weighted congestion in routability-driven placement: 0.957

Flow run
  • Number of warning messages in the logs: 25
  • Number of maximum-capacitance constraint violations: 0

Worst hold path
  • Worst Min Path Start: dividend[23]$_DFFE_PN0P_
  • Tightest Hold Check Type: reg -> reg
  • Worst hold path depth: 2
  • Terminating pin of the worst hold path: dividend[23]$_DFFE_PN0P_

Timing
  • Min setup slack post-route: 22.78 ns
  • Slew margin rel.: 0.469
  • Count of endpoints failing hold in the final timing report: 0
  • F_max: 98.8 MHz
  • Skew final: 0.0220 ns
  • Count of final max-slew check failures: 0
  • Final clock period utilization by the worst path: 0.308
  • Slew at the pin closest to its max-slew limit: 0.789 ns
  • Setup repair after global routing missed its margin: no
  • Final setup violation count: 0
  • Fin crit period: 10.12 ns
  • Sum of negative setup slack: 0 ns

Power and ir drop
  • Sum of internal, switching and leakage power: 2.23 mW
  • Peak supply drop: 0.0564 mV
  • Cell leakage power: 8.36 nW
  • Power per standard cell area: 115 nW/um2

Outcome
  • Result of the run: finished clean
## cell usage after synthesis, types with 5 or more instances
master and number:
nand2_1 171, or2_2 15, a22o_1 38, a22oi_1 47
mux2i_1 6, dfrtp_1 257, buf_1 6, o22ai_1 9
nor4_1 22, o2111ai_1 7, and3_1 11, a21o_1 36
a21oi_1 188, or3_1 17, nand3_1 36, and2_1 22
inv_1 104, nor2_1 211, o21bai_1 10, o21ai_0 136
ha_1 73, mux4_2 13, or4_1 12, nor3_1 18
clkbuf_1 107, a221o_1 6, a221oi_1 5, o211ai_1 6
nand3b_1 6, nand2b_1 17, nand4_1 31, o21a_1 11
nor2b_1 22, xor2_1 97, a31oi_1 18, a211oi_1 13
o41ai_1 10, and4_1 6, o31ai_1 38, xnor2_1 59
## worst min-delay path, stage by stage, from the launching register on
cell	delay [ns]
dfrtp_1	0.34
nand2_1	0.05
nand2_1	0.05
## per-layer routing
metal	up-vias	part of all wire	track usage
li1	7284	-	-
met1	6922	0.50	0.417
met2	287	0.43	0.366
met3	45	0.057	0.0479
met4	0	0.017	0.0378
met5	-	0	0
## worst max-delay path by stage
stage / startpoint / end / slack, ns / cells past startpoint
final: in_denominator[3] / divisor[29]$_DFFE_PN0P_ / 22.78 / 11
after global routing: in_numerator[0] / dividend[48]$_DFFE_PN0P_ / 22.44 / 11
after CTS: in_denominator[3] / divisor[29]$_DFFE_PN0P_ / 22.78 / 11
## placed cells by master, fill, tap and decap left out, types with 12 or more instances in the layout
cell / instances
a21oi_1: 187
clkbuf_16: 30
nand4_1: 31
or4_1: 12
nor2b_1: 22
xnor2_1: 59
and2_1: 22
a22oi_1: 47
nor2_1: 211
nand2_1: 171
nand3_1: 35
a22o_1: 38
or3_1: 17
a211oi_1: 13
nand2b_1: 17
a21o_1: 36
a31oi_1: 18
mux4_2: 13
buf_4: 24
nor3_1: 18
o21ai_0: 136
inv_1: 104
clkdlybuf4s50_1: 98
nor4_1: 22
or2_2: 15
o31ai_1: 38
xor2_1: 97
ha_1: 73
dfrtp_1: 254
## through the flow
| step | cell area (um2) | utilization | hold slack, ns |
|---|---|---|---|
| final | 19400 | 0.579 | 0.467 |
| after global routing | 19400 | 0.579 | 0.498 |
| after CTS | 19400 | 0.579 | 0.475 |
| after detailed placement | 18500 | 0.549 | 0.460 |
| after global placement | 18500 | 0.549 | 0.460 |
| after floorplan | 17100 | - | 0.393 |
## where the power goes
part	total [mW]	internal, mW	switching [mW]
Combinational	1.35	0.566	0.786
Clock	0.330	0.194	0.136
Sequential	0.546	0.456	0.0903
## final cells by class
| class | instances | share of cell area |
|---|---|---|
| Inverter | 105 | 0.0203 |
| Timing Repair Buffer | 124 | 0.0607 |
| Multi-Input combinational cell | 1521 | 0.507 |
| Tap cell | 448 | 0.0288 |
| Sequential cell | 258 | 0.332 |
| Clock buffer | 42 | 0.0450 |
| Clock inverter | 12 | 0.00630 |
## cells by family after synthesis
group | after synthesis
compound gates | 630
xor+xnor | 156
fa+ha+maj | 75
buf+inv | 222
flops | 258
mux | 21
simple gates | 639
Power figures rest on the tool's default switching activity, not on a simulated workload.
